`/design/flow/run.sh`:
```
#!/bin/bash
# OpenROAD 26Q1-2900-gdf79404cd8, Yosys 0.63+post, stock flow scripts
make -C /OpenROAD-flow-scripts/flow DESIGN_CONFIG=/design/flow/config.mk WORK_HOME=/design/flow/orfs finish
```
`/design/flow/config.mk`:
```
export PLATFORM = sky130hd
export DESIGN_NAME = uart
export DESIGN_NICKNAME = uart
export VERILOG_FILES = /design/flow/design.v
export SDC_FILE = /design/flow/constraint.sdc
export NUM_CORES = 4
export LEC_CHECK = 1
export CORE_UTILIZATION = 30
```
`/design/flow/constraint.sdc`:
```
current_design uart

set clk_period 3.2
set clk_io_pct 0.2

create_clock -name clk0 -period $clk_period [get_ports {Clk}]

set non_clock_inputs [all_inputs -no_clocks]
set_input_delay [expr $clk_period * $clk_io_pct] -clock clk0 $non_clock_inputs
set_output_delay [expr $clk_period * $clk_io_pct] -clock clk0 [all_outputs]
```
`/design/flow/design.v`:
```
module uart(
	Clk,		 
	Rst,		 
	data_byte,	 
	send_en,		 
	baud_set,	 
	Rs232_Tx,	 
	data_w,	 
	check1		 
);
input Clk;
input Rst;
input [7:0]data_byte;
input send_en;
input [2:0]baud_set;
output Rs232_Tx;
output [7:0]data_w;
output check1;
wire led;
wire Rx_Done;
	uart_byte_tx uart_byte_tx(
		.Clk(Clk),
		.Rst_n(Rst),
		.data_byte(data_byte),
		.send_en(send_en),
		.baud_set(3'd0),
		.Rs232_Tx(Rs232_Tx),
		.Tx_Done(),
		.uart_state(led)
	);
	uart_byte_rx uart_byte_rx(
		.Clk(Clk),
		.Rst_n(Rst),
		.baud_set(3'd0),
		.Rs232_Rx(Rs232_Tx),
		.data_byte(data_w),
		.check1(check1),
		.Rx_Done(Rx_Done)
	);
endmodule
module uart_byte_rx(
	Clk,
	Rst_n,
	baud_set,
	Rs232_Rx,
	data_byte,
	check1,
	Rx_Done
);
	input Clk;
	input Rst_n;
	input [2:0]baud_set;
	input Rs232_Rx;
	output reg [7:0]data_byte;
	output reg Rx_Done;	
	output reg check1;
	reg s0_Rs232_Rx,s1_Rs232_Rx; 
	reg tmp0_Rs232_Rx,tmp1_Rs232_Rx; 
	reg [15:0]bps_DR;		 
	reg [15:0]div_cnt;	 
	reg bps_clk; 
	reg [7:0]bps_cnt;
	reg [2:0]Check;
	reg uart_state;
	reg [2:0] r_data_byte [7:0];
	reg [7:0] tmp_data_byte;
	reg [2:0] START_BIT,STOP_BIT;
	wire nedege;
	always@(posedge Clk or negedge Rst_n)
	if(!Rst_n)begin
		s0_Rs232_Rx <= 1'b0;
		s1_Rs232_Rx <= 1'b0;	
	end
	else begin
		s0_Rs232_Rx <= Rs232_Rx;
		s1_Rs232_Rx <= s0_Rs232_Rx;	
	end
	always@(posedge Clk or negedge Rst_n)
	if(!Rst_n)begin
		tmp0_Rs232_Rx <= 1'b0;
		tmp1_Rs232_Rx <= 1'b0;	
	end
	else begin
		tmp0_Rs232_Rx <= s1_Rs232_Rx;
		tmp1_Rs232_Rx <= tmp0_Rs232_Rx;	
	end
	assign nedege = !tmp0_Rs232_Rx & tmp1_Rs232_Rx;
	always@(posedge Clk or negedge Rst_n)
	if(!Rst_n)
		bps_DR <= 16'd324;
	else begin
		case(baud_set)
			0:bps_DR <= 16'd324;
			1:bps_DR <= 16'd162;
			2:bps_DR <= 16'd80;
			3:bps_DR <= 16'd53;
			4:bps_DR <= 16'd26;
			default:bps_DR <= 16'd324;			
		endcase
	end
	always@(posedge Clk or negedge Rst_n)
		if(!Rst_n)
			div_cnt <= 16'd0;
		else 
		if(uart_state)	
			begin
				if(div_cnt == bps_DR)		 
					div_cnt <= 16'd0;
				else
					div_cnt <= div_cnt + 1'b1;
			end
		else
			div_cnt <= 16'd0;
	always@(posedge Clk or negedge Rst_n)	 
		if(!Rst_n)
			bps_clk <= 1'b0;
		else if(div_cnt == 16'd1)
			bps_clk <= 1'b1;
		else
			bps_clk <= 1'b0;
	always@(posedge Clk or negedge Rst_n)		 
	if(!Rst_n)	
		bps_cnt <= 8'd0;
	else if(bps_cnt == 8'd175 | (bps_cnt == 8'd12 && (START_BIT > 2)))
		bps_cnt <= 8'd0;
	else if(bps_clk)
		bps_cnt <= bps_cnt + 1'b1;
	else
		bps_cnt <= bps_cnt;
	always@(posedge Clk or negedge Rst_n)
		if(!Rst_n)
			Rx_Done <= 1'b0;
		else if(bps_cnt == 8'd175)
			Rx_Done <= 1'b1;
		else
			Rx_Done <= 1'b0;
	always@(posedge Clk or negedge Rst_n)	 
		if(!Rst_n)
			data_byte <= 8'd0;
		else if(bps_cnt == 8'd175)
		begin
			data_byte[0] <= r_data_byte[0][2];
			data_byte[1] <= r_data_byte[1][2];
			data_byte[2] <= r_data_byte[2][2];
			data_byte[3] <= r_data_byte[3][2];
			data_byte[4] <= r_data_byte[4][2];
			data_byte[5] <= r_data_byte[5][2];
			data_byte[6] <= r_data_byte[6][2];
			data_byte[7] <= r_data_byte[7][2];
			check1 <= Check[0];			
		end	
	always@(posedge Clk or negedge Rst_n)
	if(!Rst_n)begin
		START_BIT = 3'd0;
		r_data_byte[0] <= 3'd0;
		r_data_byte[1] <= 3'd0;
		r_data_byte[2] <= 3'd0;
		r_data_byte[3] <= 3'd0;
		r_data_byte[4] <= 3'd0;
		r_data_byte[5] <= 3'd0;
		r_data_byte[6] <= 3'd0;
		r_data_byte[7] <= 3'd0;
		Check <= 3'd0;
		STOP_BIT = 3'd0;
	end
	else if(bps_clk)begin
		case(bps_cnt)
			0:begin
					START_BIT = 3'd0;
					r_data_byte[0] <= 3'd0;
					r_data_byte[1] <= 3'd0;
					r_data_byte[2] <= 3'd0;
					r_data_byte[3] <= 3'd0;
					r_data_byte[4] <= 3'd0;
					r_data_byte[5] <= 3'd0;
					r_data_byte[6] <= 3'd0;
					r_data_byte[7] <= 3'd0;
					STOP_BIT = 3'd0;			
				end
			6,7,8,9,10,11:START_BIT <= START_BIT + s1_Rs232_Rx;
			22,23,24,25,26,27:r_data_byte[0] <= r_data_byte[0] + s1_Rs232_Rx;
			38,39,40,41,42,43:r_data_byte[1] <= r_data_byte[1] + s1_Rs232_Rx;
			54,55,56,57,58,59:r_data_byte[2] <= r_data_byte[2] + s1_Rs232_Rx;
			70,71,72,73,74,75:r_data_byte[3] <= r_data_byte[3] + s1_Rs232_Rx;
			86,87,88,89,90,91:r_data_byte[4] <= r_data_byte[4] + s1_Rs232_Rx;
			102,103,104,105,106,107:r_data_byte[5] <= r_data_byte[5] + s1_Rs232_Rx;
			118,119,120,121,122,123:r_data_byte[6] <= r_data_byte[6] + s1_Rs232_Rx;
			134,135,136,137,138,139:r_data_byte[7] <= r_data_byte[7] + s1_Rs232_Rx;
			150,151,152,153,154,155:Check <= Check + s1_Rs232_Rx;
			166,167,168,169,170,171:STOP_BIT <= STOP_BIT + s1_Rs232_Rx;
			default:
				begin
					START_BIT = START_BIT;
					r_data_byte[0] <= r_data_byte[0];
					r_data_byte[1] <= r_data_byte[1];
					r_data_byte[2] <= r_data_byte[2];
					r_data_byte[3] <= r_data_byte[3];
					r_data_byte[4] <= r_data_byte[4];
					r_data_byte[5] <= r_data_byte[5];
					r_data_byte[6] <= r_data_byte[6];
					r_data_byte[7] <= r_data_byte[7];
					STOP_BIT = STOP_BIT;						
				end
		endcase
	end
	always@(posedge Clk or negedge Rst_n)		 
	if(!Rst_n)
		uart_state <= 1'b0;
	else if(nedege)
		uart_state <= 1'b1;
	else if(Rx_Done || (bps_cnt == 8'd12 && (START_BIT > 2)))
		uart_state <= 1'b0;
	else
		uart_state <= uart_state;		
endmodule
module uart_byte_tx(
	Clk,
	Rst_n,
	data_byte,
	send_en,
	baud_set,
	Rs232_Tx,
	Tx_Done,
	uart_state
);
	input Clk;
	input Rst_n;
	input [7:0]data_byte;
	input send_en;
	input [2:0]baud_set;
	output reg Rs232_Tx;
	output reg Tx_Done;
	output reg uart_state;	 
	reg bps_clk;	 
	reg [15:0]div_cnt; 
	reg [15:0]bps_DR; 
	reg [3:0]bps_cnt; 
	reg [7:0]r_data_byte;
	reg [2:0]Check;
	localparam START_BIT = 1'b0;		 
	localparam STOP_BIT = 1'b1;		 
	always@(posedge Clk or negedge Rst_n)
		if(!Rst_n)
			uart_state <= 1'b0;
		else if(send_en)
			uart_state <= 1'b1;
		else if(bps_cnt == 4'd11)
			uart_state <= 1'b0;
		else
			uart_state <= uart_state;
	always@(posedge Clk or negedge Rst_n)
		if(!Rst_n)
			r_data_byte <= 8'd0;
		else if(send_en)
			r_data_byte <= data_byte;
		else
			r_data_byte <= r_data_byte;
	always@(posedge Clk or negedge Rst_n)
		if(!Rst_n)
			bps_DR <= 16'd5207;
		else
			begin
				case(baud_set)
					0:bps_DR <= 16'd5207;
					1:bps_DR <= 16'd2603;
					2:bps_DR <= 16'd1301;
					3:bps_DR <= 16'd867;
					4:bps_DR <= 16'd433;
					default:bps_DR <= 16'd5207;			
				endcase
			end	
	always@(posedge Clk or negedge Rst_n)
		if(!Rst_n)
			div_cnt <= 16'd0;
		else if(uart_state)
			begin
				if(div_cnt == bps_DR)			 
					div_cnt <= 16'd0;
				else
					div_cnt <= div_cnt + 1'b1;
			end
		else
			div_cnt <= 16'd0;
	always@(posedge Clk or negedge Rst_n)
		if(!Rst_n)
			bps_clk <= 1'b0;
		else if(div_cnt == 16'd1)
			bps_clk <= 1'b1;
		else
			bps_clk <= 1'b0;
	always@(posedge Clk or negedge Rst_n)
	if(!Rst_n)	
		bps_cnt <= 4'd0;
	else if(bps_cnt == 4'd12)			 
		bps_cnt <= 4'd0;
	else if(bps_clk)
		bps_cnt <= bps_cnt + 1'b1;
	else
		bps_cnt <= bps_cnt;
	always@(posedge Clk or negedge Rst_n)
	if(!Rst_n)
		Tx_Done <= 1'b0;
	else if(bps_cnt == 4'd11)
		Tx_Done <= 1'b1;
	else
		Tx_Done <= 1'b0;
	always Check <= r_data_byte[0]+r_data_byte[1]+r_data_byte[2]+r_data_byte[3]+r_data_byte[4]+r_data_byte[5]+r_data_byte[6]+r_data_byte[7];
	always@(posedge Clk or negedge Rst_n)
	if(!Rst_n)
		Rs232_Tx <= 1'b1;
	else begin
		case(bps_cnt)
			0:Rs232_Tx <= 1'b1;
			1:Rs232_Tx <= START_BIT;
			2:Rs232_Tx <= r_data_byte[0];
			3:Rs232_Tx <= r_data_byte[1];
			4:Rs232_Tx <= r_data_byte[2];
			5:Rs232_Tx <= r_data_byte[3];
			6:Rs232_Tx <= r_data_byte[4];
			7:Rs232_Tx <= r_data_byte[5];
			8:Rs232_Tx <= r_data_byte[6];
			9:Rs232_Tx <= r_data_byte[7];
			10:Rs232_Tx <= Check[0];
			11:Rs232_Tx <= STOP_BIT;
			default:Rs232_Tx <= 1'b1;
		endcase
	end	
endmodule
```
==> GITHUB_STEP_SUMMARY <==
### Flow metrics

| Metric | Value |
|---|---|
| Vias post-DR | 3380 |
| Pre-antenna DRT Iters | 4 |
| Unique masters post-synth | 50 |
| Drt via density | 4.71 |
| Initial drt markers | 157 |
| Final-report setup violation count | 0 |
| Yosys stat cell total | 476 |
| Pin count of the biggest net entering global routing | 42 |
| RSZ-0062 raised after global routing | no |
| Critical Path Start Type | flip-flop |
| CTS Hold Buffers Added | 0 |
| Clock tree root buffer cell | clkbuf_16 |
| Yosys chip area | 4940 um^2 |
| GR Overflow Total | 0 |
| Clk slew on worst S/H paths | 0.07 ns |
| Most common reg cell | dfrtp_1 |
| Core area | 16000 um^2 |
| Pwr dens | 604 nW/um^2 |
| First-pass GRT wire length | 14.9 mm |
| I/O pins | 24 |
| Cell internal pwr | 2.35 mW |
| Worst hold path type | in -> async |
| H-tree levels | 3 |
| Final GP Congestion | 0.795 |
| Clock Sinks | 99 |
| CP max FO | 13 |
| Final Critical Period | 2.22 ns |
| DPL Wire Length | 5.87 mm |
| Status | finished, final reports clean |
| Mapped Cells | 476 |
| Layout cells sized above 1 | 10.6% |
| Post-CTS Setup Inserts | 0 |
| CTS Buf Count | 9 |
| Register share of total power | 49.7% |
| Die extent in x | 130 um |
| Synth Seq Share | 50.2% |
| Top cell excl fill/tap | dfrtp_1 |
| # resized after CTS | 0 |
| Vias in the first global route | 3172 |
| Critical Path RT | 3.43 ns |
| Fin. Hold Viols | 0 |
| Area grow syn2layout | 14.5% |
| Maximum clock frequency | 450 MHz |
| Die height | 130 um |
| WL/cell | 12.0 um |
| Final Skew | 0.00803 ns |
| Clock share of power | 29.8% |
| CP Capture Type | flip-flop |
| Floorplan row count | 46 |
| Ys flops | 99 |
| Die area | 17000 um^2 |
| CTS tree | yes |
| Pre-CTS setup slack | 1.01 ns |
| Top Layout Cells | dfrtp_1 (97), nand2_1 (57), nor2_1 (55) |
| Clk buf depth | 2 |
| Setup slack after layout | 0.977 ns |
| Synthesized area per cell | 10.4 um^2 |
| DRC viols | 0 |
| Slew margin rel. | 46.2% |
| MaxCap Viol Count | 0 |
| Crit path kind | reg -> reg |
| Leakage power figure | 2.62 nW |
| Post-route setup TNS | 0 ns |
| Period utilization | 69.5% |
| Initial antenna violation count | 0 |
| Worst Max-Slew Pin Slew | 0.806 ns |
| Dpl cells | 701 |
| EDFF count, synth | 1 |
| Worst vdd ir | 0.321 mV |
| WHS | 0.251 ns |
| Asr flop ratio synth | 99.0% |
| I/O Buffers | 20 |
| All-Layer GR Usage | 11.1% |
| ANT cells | 0 |
| Fp_density | 30.9% |
| Cell Area, Synth | 4940 um^2 |
| Tool Warnings | 37 |
| Final cell count without fillers | 717 |
| Clk latency of the worst-skew pair | 0.35 ns |
| Detailed Route WL | 8.59 mm |
| DRT antenna net count | 0 |
| Arrival @ worst endpoint | 2.45 ns |
| Ys Warns | 3 |
| Combinational Power Share | 20.5% |
| Sw Share | 31.3% |
| Max Slew Vio Count | 0 |
| P_sw | 1.07 mW |
## state kept, by name (all words and copies together) (netlist names), 3 cells and up
signal	cells
uart_byte_rx.bps_cnt	8
uart_byte_rx.data_byte	8
uart_byte_tx.div_cnt	16
uart_byte_rx.START_BIT	3
uart_byte_rx.div_cnt	16
uart_byte_tx.r_data_byte	8
uart_byte_rx.r_data_byte	24
uart_byte_tx.bps_cnt	4
## final cells by class
cell class / instances / area (um^2)
flip-flops and latches: 99 / 2480
multi-input cells: 347 / 2340
inverters: 14 / 52.6
fillers: 1603 / 10300
clock buffers: 12 / 256
repair buffers: 25 / 235
well taps: 216 / 270
clock inverters: 4 / 26.3
## cells by family after synthesis
logic type | share of synthesized area, %
compound gates | 5.16
xor+xnor | 8.32
fa+ha+maj | 7.84
buf+inv | 2.53
flops | 50.2
mux | 5.26
simple gates | 20.6
## per-stage QoR
| step | area, um^2 | util [%] | total power, mW |
|---|---|---|---|
| 5_1_grt | 5660 | 35.4 | 3.65 |
| 3_3_place_gp | 5380 | 33.6 | 2.40 |
| 2_1_floorplan | 4940 | - | 2.22 |
| 3_5_place_dp | 5380 | 33.6 | 2.42 |
| 4_1_cts | 5660 | 35.4 | 3.47 |
| 6_report | 5660 | 35.4 | 3.42 |
## layer usage
layer  routed length [um]  track usage [%]
met1                 4330             16.2
met2                 3860             17.6
met3                  295             2.65
met4                  104             1.15
met5                    0                0
## Yosys cell counts (10+ instances only)
cell / number / share of area (%)
and3_1: 10 / 1.3
clkbuf_1: 11 / 0.84
dfrtp_1: 97 / 49
ha_1: 31 / 7.8
inv_1: 14 / 1.1
mux2_2: 16 / 3.6
nand2_1: 57 / 4.3
nand3_1: 17 / 1.7
nand4_1: 21 / 2.7
nor2_1: 55 / 4.2
o21ai_0: 25 / 2.5
xnor2_1: 18 / 3.2
xor2_1: 29 / 5.1
## power by group through the flow
stage         combinational (mW)  sequential (mW)  clock [mW]
CTS                        0.713             1.70        1.06
finish                     0.701             1.70        1.02
global route               0.816             1.74        1.10
## worst max-delay path, stage by stage (launching register included)
cell and delay, ns:
dfrtp_1 0.46, nor4_2 0.44, nand4_1 0.62, buf_4 0.42
nand2_1 0.09, o21ai_0 0.07
## worst paths after layout
check,start,end,slack [ns],cells past startpoint
worst max-delay path,uart_byte_rx.bps_cnt[5],uart_byte_rx.r_data_byte[5][1],0.98,5
worst min-delay path,Rst,uart_byte_rx.div_cnt[12],0.25,1
worst max register to register,uart_byte_rx.bps_cnt[5],uart_byte_rx.r_data_byte[5][1],0.98,5
worst min register to register,uart_byte_rx.s0_Rs232_Rx,uart_byte_rx.s1_Rs232_Rx,0.34,0
max in group asynchronous,Rst,uart_byte_tx.Rs232_Tx,2.07,2
min in group clk0,uart_byte_rx.s0_Rs232_Rx,uart_byte_rx.s1_Rs232_Rx,0.34,0
Power and IR drop assume default switching activity.
